$ cat /design/flow/run.sh
#!/bin/bash
# OpenROAD 26Q1-2900-gdf79404cd8, Yosys 0.63+post, stock flow scripts
make -C /OpenROAD-flow-scripts/flow DESIGN_CONFIG=/design/flow/config.mk WORK_HOME=/design/flow/orfs finish
$ cat /design/flow/constraint.sdc
current_design bitdetector

set clk_period 1.1
set clk_io_pct 0.2

create_clock -name clk0 -period $clk_period [get_ports {clk}]

set non_clock_inputs [all_inputs -no_clocks]
set_input_delay [expr $clk_period * $clk_io_pct] -clock clk0 $non_clock_inputs
set_output_delay [expr $clk_period * $clk_io_pct] -clock clk0 [all_outputs]
$ cat /design/flow/design.v
module bitdetector(clk, reset_n,
						 o_ready, i_valid, i_sop, i_eop, inp,
						 i_ready, o_valid, o_sop, o_eop, outp);
input clk, reset_n; 
input logic o_ready, i_valid, i_sop, i_eop, inp;
output reg i_ready, o_valid, o_sop, o_eop, outp;
enum int unsigned  {S0 = 0, S1 = 1, S2 = 2} state, nextstate;
logic inp_pre;
always_ff @ (posedge clk) begin
	if(!reset_n)
		state <= S0;
	else begin 
		state <= nextstate;
		inp_pre <= inp;
	end 				
end 
always_comb begin 
	nextstate <= S0; 
	case (state)
		S0:	begin
					if (o_ready)
						nextstate <= S1;
					else 
						nextstate <= S0;
				end 
		S1:	begin
					if(i_sop != o_sop && i_sop)
						nextstate <= S2;
					else nextstate <= S1;
				end 
		S2: 	begin 
					if(!i_eop && i_eop != o_eop)
						nextstate <= S1;
					else 
						nextstate <= S2;
				end 
	default: nextstate <= S0;
	endcase
end
always_ff @ (posedge clk) begin
	if(!reset_n)
		i_ready <= 0;
	else 
		i_ready <= o_ready;
		case (state)
			S0:	begin
						outp <= 0;
						o_valid <= 0;
						o_eop <= 0;
						o_sop <= 0;
					end 
			S1: 	begin
						outp <= 0;
						o_eop <= i_eop;
						o_sop <= i_sop;
						if(!o_ready)
						o_valid <= 0;
						else
						o_valid <= i_valid;
					end 
			S2:	begin
						o_sop <= i_sop;
						o_eop <= i_eop;
						if(!o_ready) begin 
							o_valid <= 0;
							outp    <= 0;
						end 
						else begin 
							o_valid <= i_valid;
							if(!i_valid)  
								outp <= 0;
							else begin
							if (o_eop)
								outp <= 0;
							else 
							if (inp == inp_pre)
									outp <= inp;
							else 
									outp <= 0;
							end 
						end 
					end 
		default: 	begin 
							o_valid <= 0;
							outp <= 0;		
							o_sop <= 0;
							o_eop <= 0;
							i_ready <= 0;
						end 
		endcase 
	end 
endmodule 
$ cat /design/flow/config.mk
export PLATFORM = sky130hd
export DESIGN_NAME = bitdetector
export DESIGN_NICKNAME = bitdetector
export VERILOG_FILES = /design/flow/design.v
export SDC_FILE = /design/flow/constraint.sdc
export NUM_CORES = 4
export LEC_CHECK = 1
export CORE_AREA = 10 10 70 70
export DIE_AREA = 0 0 80 80
==> run notes <==
The following summarizes the physical implementation.

Run status
The flow ran to the end, and the final reports show no timing, DRC or antenna violations.

Finish
For this run, the number of standard cells in the final layout without fillers is 93. Measured on the finished design, the core utilization comes to 15.0%. Per the final layout report, the fraction of cells sized above drive strength 1 comes to 17.0%. The tally of filler cells in the layout is 396. With fillers left out, the area of the finished cells amounts to 513 um2. In this run the layout overhead on the synthesized area is reported as 74.5%.

Synthesis
The cell type contributing the most total cell area after synthesis is sky130_fd_sc_hd__dfxtp_1. The number of cell instances after yosys synthesis is 28. The number of instances in the synthesized netlist is 28. The post-synthesis compound-gate area fraction is 11.1%.

Of the total synthesized cell area, the portion taken by full adders, half adders and majority gates is 0%. Grouping non-sequential cells by family puts the most area in simple AND/OR/NAND/NOR gates. Counting the warning lines in the Yosys log gives 1. The number of register bits inferred by synthesis is 9. The mean instance size in the synthesized netlist is 10.5 um2. The multiplexer share of the synthesized area is 0%. The fraction of post-synthesis cell area in the top cell type by area is 54.5%. The number of enable flip-flop cells is 1.

Counting flops with an async set or reset pin after synthesis yields a share of 0%. The number of unique standard cell types used by synthesis is 13. The most used flip-flop cell is sky130_fd_sc_hd__dfxtp_1. The commonest cells after synthesis are sky130_fd_sc_hd__dfxtp_1, sky130_fd_sc_hd__nor2b_1, sky130_fd_sc_hd__nor2_1. The leading cell type by number of instances after synthesis is sky130_fd_sc_hd__dfxtp_1. Sequential elements use 64.7% of the synthesized area. In this run, the synthesized area fraction spent on and/or/nand/nor cells is recorded as 21.7%. The synthesized chip area reported by yosys is 294 um2.

By area the synthesized netlist is led by sky130_fd_sc_hd__dfxtp_1, sky130_fd_sc_hd__edfxtp_1, sky130_fd_sc_hd__nor2b_1. The area share of xor/xnor cells in the synthesized design is 0%. After synthesis the cells add up to 294 um2.

Routing
The final route contains 264 vias. The final routed wire length divided by cell count is 7.99 um. The total antenna diodes in the routed design is 0. The first routing iteration left 64 violations. After detailed routing, the number of remaining DRC violations is 0. The detail-routed via count per cell is 2.84. The first detailed-routing pass ran for 4 iterations. In the post-route report, total wirelength is listed as 743 um. The antenna violation net count after detailed routing is 0.

Power
The worst vdd rail ir drop is 0.000220 V. The leakage power in the latest report is 0.210 nW. The final total power is 0.686 mW.

The power per unit of standard cell area is 1340 nW/um2.

Hold path
Hold analysis shows the worst path with a depth of 2. STA shows the worst min-delay path finishing at i_ready$_SDFF_PN0_. The worst min-delay path class is reg2reg.

Per the hold report, the tightest min-delay path originates at state[0]$_DFF_P_.

Floorplan
The chip width is 80 um. The chip area is 6400 um2. The placeable core region is 3420 um2.

From bottom edge to top edge, the die measures 80 um. According to the I/O placement log, the pin count is 12. In this run the core area contains 21 standard-cell rows. The floorplan step records an initial core utilization of 8.61%.

STA
The hold violation total from the final report is 0. The transition at the pin with the smallest max-transition slack is 0.281 ns. The final cycle utilization of the critical path is 94.4%. After layout, the minimum clock period comes to 1.04 ns. Setup repair after global routing left no endpoint under its margin.

The number of pins exceeding their max-slew limit in the final report is 0. In this build the clock could be raised as far as 0.963 GHz. Setup slack on the critical path of the routed design comes to 0.0617 ns. The clock tree skew after final layout is 0.00318 ns. The final-layout setup total negative slack is 0 ns. The worst slew margin relative to its limit is 81.2%. The worst hold slack across all endpoints is 0.469 ns.

The final timing report counts setup violations totalling 0.

Global route
The number of global-route vias before repair is 288. Entering global routing, the biggest net connects 6 pins. The number of antenna violations at the first check in global routing was 0. The global-route usage over all layers is 2.16%. The first global-routing pass estimated 1190 um of wire. The total overflow left after global routing is 0.

Critical path
STA classifies the critical path endpoint as an output port. OpenSTA lists the critical path startpoint as o_sop$_SDFF_PN0_. The end of the worst register-to-register path is state[2]$_DFF_P_. For reference, the critical path cell chain is dlygate4sd2_1.

The minimum setup slack among reg-to-reg paths is 0.08 ns. On the critical path the largest part of the delay comes from flip-flops. The largest fanout of any net on the critical path is 3. The delay of the slowest critical-path stage is 0.32 ns. STA classifies the critical path startpoint as a flip-flop. The startpoint-to-endpoint class of the critical path is reg2out.

The timing report shows that the slowest cell on the worst path is sky130_fd_sc_hd__dfxtp_1. The number of buffers and inverters on the critical path is 1. The data arrival at the endpoint of the critical path is 0.82 ns. The reg-to-reg critical path startpoint is o_eop$_SDFF_PN0_. The required time reported for the critical path endpoint is 0.88 ns. The number of cells on the worst reg-to-reg path is 4.

Clock tree
The clock input transition at the sequential cells of the worst setup and hold paths is 0.06 ns. CTS built an H-tree with a depth of 1. The report puts the hold buffer count at CTS at 0. No sink is reached through more buffers than the 2 on the longest clock path.

Per the skew report, the later register of the worst-skew pair sees a clock latency of 0.25 ns. The CTS tree is done. Buffers inserted during clock tree synthesis total 3.

The clock root buffer is sky130_fd_sc_hd__clkbuf_4. For this design, the sink count on the clock tree is 9.

Placement
The total instance count after detailed placement is 88. OpenSTA, run right after detailed placement, puts the worst setup slack at -0.131 ns. The area after detailed placement is 484 um2.

The tally of buffers added on design ports is 11. The detailed placer's ending HPWL is 610 um. The final weighted congestion in routability-driven placement is 0.742.

Run
Per the run summary, max-cap violations total 0. Across all stage logs, warnings added up to 25.
logic make-up after synthesis:
group / after synthesis
flops: 9
simple gates: 12
compound gates: 5
buf+inv: 2
area by class of cell:
type | instances | area (um2) | share of cell area [%]
flip-flops and latches | 9 | 191 | 37.3
inverters | 2 | 7.51 | 1.46
repair buffers | 15 | 134 | 26.1
multi-input cells | 17 | 96.3 | 18.8
clock buffers | 4 | 26.3 | 5.12
well taps | 46 | 57.6 | 11.2
power breakdown:
group,switching [mW],internal [mW]
Sequential,0.00922,0.352
Clock,0.107,0.139
Combinational,0.0277,0.0507
worst max path at each step:
stage / end / cells past startpoint
after CTS: o_sop / 1
after global routing: o_sop / 1
final: o_sop / 1
sequential cells by signal (all words and copies together) (netlist names):
| signal | cells |
|---|---|
| i_ready | 1 |
| o_eop | 1 |
| state | 3 |
| inp_pre | 1 |
| outp | 1 |
| o_sop | 1 |
| o_valid | 1 |
routing by layer:
layer	vias to the layer above	global-route usage (%)	part of all wire, %
met2	8	3.53	49
li1	131	-	-
met1	123	2.49	41
met3	2	0.909	7.7
met5	-	0	0
met4	0	0.704	1.7
what timing repair did:
action	4_1_cts	5_1_grt
setup buffers	1	0
gates resized	6	0
setup endpoints to repair	5	0
cells in the final DEF, fill, tap and decap left out, drive strengths merged:
master         instances
nand3b                 1
nand2                  2
inv                    2
dlygate4sd2            5
dfxtp                  8
buf                    4
nor2                   3
a222oi                 1
nand2b                 1
nor2b                  4
o21ai                  2
clkdlybuf4s50          6
a21oi                  1
nand4                  1
edfxtp                 1
a21boi                 1
clkbuf                 4
Power and IR drop assume default switching activity.
